### constraint.sdc
current_design register_file

set clk_period 5.7
set clk_io_pct 0.2

create_clock -name clk0 -period $clk_period [get_ports {clk}]

set non_clock_inputs [all_inputs -no_clocks]
set_input_delay [expr $clk_period * $clk_io_pct] -clock clk0 $non_clock_inputs
set_output_delay [expr $clk_period * $clk_io_pct] -clock clk0 [all_outputs]
### run.sh
#!/bin/bash
# OpenROAD 26Q1-2900-gdf79404cd8, Yosys 0.63+post, stock flow scripts
make -C /OpenROAD-flow-scripts/flow DESIGN_CONFIG=/design/flow/config.mk WORK_HOME=/design/flow/orfs finish
### config.mk
export PLATFORM = sky130hd
export DESIGN_NAME = register_file
export DESIGN_NICKNAME = register_file
export VERILOG_FILES = /design/flow/design.v
export SDC_FILE = /design/flow/constraint.sdc
export NUM_CORES = 4
export LEC_CHECK = 1
export CORE_UTILIZATION = 40
### design.v
module register_file #(parameter DATA_WIDTH = 32, REG_ADDR = 5, REG_CNT = 32) (
					input	clk,
					input	wr_en,
					input	[REG_ADDR-1 : 0] rd_addr1, rd_addr2, wr_addr,
					input	[DATA_WIDTH-1 : 0] wr_data,
					output	[DATA_WIDTH-1 : 0] rd_data1, rd_data2);
	reg [DATA_WIDTH-1 : 0] reg_file [0 : REG_CNT];
	integer i;
	initial
		begin
			for(i = 0; i < REG_CNT; i = i+1)
				reg_file[i] = 0;
		end
	always @(posedge clk)
		begin
			if(wr_en)
				reg_file[wr_addr] <= wr_data;
		end
	assign rd_data1 = (rd_addr1 != 0) ? reg_file[rd_addr1] : 0;
	assign rd_data2 = (rd_addr2 != 0) ? reg_file[rd_addr2] : 0;
endmodule
==> impl_metrics.toml <==
# implementation run metrics
[final_timing]
finalSetupTns_ns = 0
tightest_slew_ns = 1.08
slew_viol_final = 0
fin_crit_sh = 0.945
final-setup-viol-count = 0
hold_slack_ns = 1.29
fin_ws_ns = 0.314
rsz0062_at_grt = "false"
max_freq_ghz = 0.186
slew-limit-headroom = 0.277
hold_viol_final = 0
fin_crit_ns = 5.39

[logic_synthesis]
syn_area_sq_mm = 0.0477
ys_ff = 1024
ys_types = 38
yosys-top-cells-area = "edfxtp_1 64%, mux4_2 17%, mux2i_1 6.7%"
synthArstFlopShare = 0
syn_inst = 2573
top_cell_area_share = 0.645
ff_type = "edfxtp_1"
yosysWarnings = 1
seq_area_frac_synth = 0.645
syn_avg_cell_area_sq_um = 18.5
ys_cells = 2573
edf_count = 1024
synth_area_leader_cell = "edfxtp_1"
ys_area_sq_mm = 0.0477

[place]
place.gp.congestion = 0.898
numPortBuffers = 112
dp_slack_ns = 0.359
hpwlAfterDp_mm = 91.4

[detailed_routing]
firstDrtPassIters = 7
ant_nets = 0
wire_per_inst_um = 35.0
post_drt_via_cell_ratio = 6.43
wl_mm = 153
drc_errors = 0
antenna_cells = 0
vias = 28092
drt_iter0_markers = 1802

[pwr]
leakage_nw = 17.6
vdd_drop_max_mv = 0.227
powerDensity_mw_per_mm2 = 305

[finish]
fill_cells = 9523
largest_register_ffs = 1024
syn_to_final_growth_pct = 14.8
drive_gt1_frac = 0.286
regArea_sq_mm = 0.0307
largest-register = "reg_file"
logic_area_sq_mm = 0.0161
largestRegisters = "reg_file (1024)"

[critical_path]
setup.worst_path.end = "rd_data2[28]"
cp_common_cell = "buf_4"
cp_cell_sequence = "buf_6, buf_4, buf_4, mux4_2, a21oi_1, a211oi_1, clkdlybuf4s50_1"
endpoint_kind = "primary output"
cp.required_ns = 4.56
path_class = "primary input to primary output"
worstSetupStartpoint = "rd_addr2[1]"
cp_slowest_cell = "a211oi_1"
cp.arrival_ns = 4.25
crit_path_max_incr_delay_ns = 0.76
cp_max_fo = 32
setup.worst_path.start_class = "primary input"

[job]
warnings = 26
maxCapViolCount = 0

[global_routing]
overflow = 0
grt_antenna_before_repair = 4
grt_pass1_wl_mm = 218
track_usage = 0.279
grt_pass1_vias = 31635
grt_max_degree = 77

[worst_hold_path]
min_path_type = "primary input to flip-flop"

[floorplanning]
initial_utilization = 0.404
chipArea_sq_mm = 0.121
rows = 126
num_io_pins = 113
die_w_um = 347
core-area_sq_mm = 0.118
dieHeight_um = 347

[clock_network]
ctsResizeCount = 0
cts_buffer_depth = 3
hold_buffers = 0
cts_tree = "done"
postCtsSetupRepairBufs = 0
clock_sinks = 1024
cts_root_buffer = "clkbuf_16"
path_clk_slew_ns = 0.06
cts_inserted_buffers = 105
cts_max_level = 3

[status]
status = "finished clean"
[metal layers]
metal	up-vias	GRT usage	wire, um
met2	2358	0.397	69600
met5	-	0.0320	471
met1	13951	0.306	46500
li1	11393	-	-
met3	366	0.250	30700
met4	24	0.0776	5550
[kinds of logic after synthesis]
family | after synthesis | synth area share
compound gates | 366 | 0.0587
buf+inv | 217 | 0.0248
flops | 1024 | 0.645
mux | 736 | 0.249
simple gates | 230 | 0.0232
[synth_stat cells (42+ instances only)]
master / number
o221ai_1: 64
o21ai_0: 42
buf_2: 55
a211oi_1: 60
a221oi_1: 42
mux2_2: 64
clkbuf_1: 90
edfxtp_1: 1024
mux4_2: 352
a22oi_1: 64
nand2_1: 102
mux2i_1: 320
buf_4: 53
[cell usage in the layout, fill, tap and decap left out, types with 64 or more instances in the layout]
master	synthesis	routed
nand2_1	102	102
o221ai_1	64	64
mux4_2	352	352
a22oi_1	64	64
clkdlybuf4s50_1	0	102
mux2i_1	320	320
mux2_2	64	64
buf_4	53	151
clkbuf_16	0	108
edfxtp_1	1024	1024
[critical path: cells and delay by family]
family	cells	cell delay [ns]
compound gates	2	0.84
mux	1	0.28
buf+inv	4	1.95
[report_power, final]
part / internal [mW] / switching (mW) / total [mW]
Clock: 3.89 / 2.86 / 6.75
Sequential: 8.38 / 0.0378 / 8.42
Combinational: 0.651 / 0.873 / 1.52
[final cells by class]
type	instances	share of cell area
clock buffers	122	0.0503
clock inverters	72	0.0112
inverters	2	0.000160
multi-input cells	1332	0.293
flip-flops and latches	1024	0.562
well taps	1536	0.0351
repair buffers	281	0.0481
[how the worst min path moves through the flow]
stage,cells past startpoint,endpoint,start,slack (ns)
6_report,2,reg_file[13][31],wr_data[31],1.29
5_1_grt,2,reg_file[13][20],wr_data[20],1.29
4_1_cts,2,reg_file[12][20],wr_data[20],1.25
[through the flow]
stage	power (mW)	cell area, sq um	util	std cells
floorplan	9.40	47700	-	2573
global placement	10.1	51400	0.435	4175
detailed placement	10.1	51400	0.435	4175
CTS	16.8	54800	0.464	4369
global route	17.1	54800	0.464	4369
finish	16.7	54800	0.464	4369
No activity file was given, so power comes from the tool's default toggle rates.
