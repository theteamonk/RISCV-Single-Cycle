[./run.sh]
#!/bin/bash
# OpenROAD 26Q1-2900-gdf79404cd8, Yosys 0.63+post, stock flow scripts
make -C /OpenROAD-flow-scripts/flow DESIGN_CONFIG=/design/flow/config.mk WORK_HOME=/design/flow/orfs finish
[./config.mk]
export PLATFORM = sky130hd
export DESIGN_NAME = data_mem
export DESIGN_NICKNAME = data_mem
export VERILOG_FILES = /design/flow/design.v
export SDC_FILE = /design/flow/constraint.sdc
export NUM_CORES = 4
export LEC_CHECK = 1
export CORE_UTILIZATION = 30
[./constraint.sdc]
current_design data_mem

set clk_period 32.2
set clk_io_pct 0.2

create_clock -name clk0 -period $clk_period [get_ports {clk}]

set non_clock_inputs [all_inputs -no_clocks]
set_input_delay [expr $clk_period * $clk_io_pct] -clock clk0 $non_clock_inputs
set_output_delay [expr $clk_period * $clk_io_pct] -clock clk0 [all_outputs]
[./design.v]
module data_mem #(parameter DATA_WIDTH = 32, ADDR_WIDTH = 32, MEM_SIZE = 64)(
					input 	clk, wr_en,
					input	[ADDR_WIDTH-1 : 0] wr_addr,
					input	[DATA_WIDTH-1 : 0] wr_data,
					output	[DATA_WIDTH-1 : 0] rd_data_mem);
	reg [DATA_WIDTH-1 : 0] data_ram [0 : MEM_SIZE-1];
	assign rd_data_mem = data_ram [wr_addr[DATA_WIDTH-1 : 2] % MEM_SIZE];
	always @(posedge clk) 
		begin
			if(wr_en)
				data_ram [wr_addr[DATA_WIDTH-1 : 2] % MEM_SIZE] <= wr_data;
		end
endmodule
==> flow_metrics.tcl <==
# metrics dict for downstream scripts
set metrics [dict create \
    drt-vias-per-instance 5.255 \
    avgSynthCellArea_um2 18.61 \
    setup_viol 0 \
    fmax_mhz 55.81 \
    overflow 0 \
    yosys_area_mm2 0.07829 \
    core_util_floorplan 0.3017 \
    hp-class "in -> reg" \
    lay_top_cells "edfxtp_1, mux2i_1, clkbuf_16, buf_4, a22oi_1" \
    hpwl_um 116300 \
    worstPathRequired_ns 25.76 \
    crit_fanout 56 \
    grt_usage 0.1673 \
    post_dp_cell_area_mm2 0.08385 \
    drv_cap 0 \
    dieHeight_um 512.8 \
    die_w_um 512.8 \
    tightest_slew_ns 0.9974 \
    ff_type "edfxtp_1" \
    grt_max_degree 76 \
    ys.flops 2048 \
    antenna_found_initial 7 \
    cts_root_buffer "clkbuf_16" \
    ys_warn_count 1 \
    powerDensity_mw_per_mm2 60.24 \
    power_mw 5.407 \
    num_rows 187 \
    drv_slew 0 \
    drive_above_1_share 0.1783 \
    crit_type "in -> out" \
    syn_inst 4207 \
    hold_violations 0 \
    gp_congestion 0.8546 \
    largest_register_ffs 2048 \
    area_growth_pct 14.67 \
    antenna_left 0 \
    drtPass1Iterations 8 \
    postLayoutSetupSlackWorst_ns 14.28 \
    status "completed" \
    post_cts_buffers 0 \
    top_cell_area_share 0.7856 \
    vias 41620 \
    numCtsBuffers 191 \
    synthTopCellsByArea "edfxtp_1, mux2i_1, mux4_2, mux2_2, a221oi_1" \
    drt-total-wl_um 207000 \
    fin_crit_sh 0.5564 \
    setup_tns_ns 0 \
    yosys_cells 4207 \
    cts_hold_buf 0 \
    clkSlewWorstSetupHoldPaths_ns 0.06 \
    io_pins 98 \
    preCtsSetupSlack_ns 14.04 \
    yosysUniqueCellTypes 55 \
    post_cts_resize_count 0 \
    vdd_drop_max_mv 0.06106 \
    finalCriticalPeriod_ns 17.92 \
    cts_tree "built" \
    die_area_mm2 0.2630 \
    edf_count 2048 \
    yosysTopAreaCell "edfxtp_1" \
    drc 0 \
    grt_first_pass_wirelength_um 300200 \
    warnings 52 \
    htree_levels 4 \
    cp.arrival_ns 11.48 \
    end_kind "output port" \
    synthesis.area_mm2 0.07829 \
    leakage_nw 28.11 \
    synth-async-reset-ratio 0 \
    core_mm2 0.2595 \
    slew_headroom 0.3336 \
    rsz0062_at_grt "no" \
    cts_num_sinks 2048 \
    final_area_mm2 0.08977 \
    ys_seq_frac 0.7856 \
    drt_iter0_markers 2946 \
    portBuffers 71 \
    crit_path_start_kind "primary input" \
    wl_per_cell_um 26.13 \
    cts_buffer_depth 3 \
    first_global_vias 43890 \
    layout.cells.most_common "edfxtp_1" \
]
==> logic make-up after synthesis <==
kind of cell / count (synthesis) / synth area share
flip-flops: 2048 / 0.7856
AND-OR/OR-AND: 933 / 0.08733
AND/OR/NAND/NOR: 424 / 0.02829
multiplexers: 502 / 0.08188
buffers and inverters: 300 / 0.01696
==> worst paths after layout <==
path	startpoint	depth (start not counted)	end	slack (ns)
worst max-delay path	wr_addr[2]	10	rd_data_mem[6]	14.28
worst min-delay path	wr_data[15]	1	data_ram[51][15]$_DFFE_PP_	6.04
==> power by group <==
part | switching [mW] | internal, mW | leakage [nW]
combinational | 0.197 | 0.0932 | 6.80
clock | 0.953 | 1.21 | 2.88
sequential | 0.00360 | 2.95 | 18.4
==> cell type report <==
type | instances | area, um2
inverter | 2 | 15.01
fill | 23700 | 169700
clock inverter | 95 | 819.5
clock buffer | 246 | 5092
timing repair buffer | 265 | 2034
multi-input combinational | 1859 | 16040
tap | 3402 | 4257
antenna | 3 | 7.507
sequential | 2048 | 61500
==> Yosys cell counts (2+ instances only) <==
library cell and count:
and3_1 85, o221ai_1 6, o2bb2ai_1 15, nor4_1 14, o311ai_0 2, clkbuf_1 168, buf_1 33, a21oi_1 121
a221oi_1 175, a211oi_1 17, nand2b_1 18, nand2_1 28, mux2i_1 259, mux4_2 96, and3b_1 2, nor2_1 145
a22oi_1 188, a31oi_1 43, a22o_1 66, nor3_1 22, edfxtp_1 2048, a221o_1 15, nand3_1 54, o21ai_0 84
nor2b_1 8, or3_1 4, a2111oi_0 15, a222oi_1 16, o22a_1 70, buf_6 2, nand3b_1 2, buf_12 3
or4_1 15, nand4_1 3, buf_2 83, o22ai_1 93, and2_1 5, mux2_2 147, buf_4 8, or4b_1 14
==> worst max-delay path, cell delays in order <==
cell             delay (ns)
buf_8                  0.27
buf_4                  0.49
buf_4                  0.55
buf_4                  0.67
buf_4                  0.69
mux2i_1                0.41
nor2_1                 0.13
a2111oi_0              0.60
nand3_1                0.42
clkdlybuf4s50_1        0.53
==> stage by stage <==
stage | cells | util | hold WS (ns)
after floorplan | 4207 | - | 6.539
after global placement | 7576 | 0.3231 | 6.890
after detailed placement | 7576 | 0.3231 | 6.896
after CTS | 7917 | 0.3459 | 5.996
after global routing | 7918 | 0.3459 | 6.046
final | 7920 | 0.3460 | 6.041
==> routing by layer <==
| metal | vias up | routed length [um] | GRT usage | part of all wire |
|---|---|---|---|---|
| met5 | - | 177 | 0.005845 | 0.00086 |
| met4 | 6 | 6313 | 0.04184 | 0.031 |
| met3 | 331 | 33750 | 0.1235 | 0.16 |
| met2 | 2638 | 95550 | 0.2499 | 0.46 |
| met1 | 20750 | 71170 | 0.1930 | 0.34 |
| li1 | 17890 | - | - | - |
Power figures rest on the tool's default switching activity, not on a simulated workload.
